## design.v

```verilog
module uart_tx(clk,rst,start,tx_data_in,tx,tx_active,done_tx);
parameter clk_freq = 50000000;  
parameter baud_rate = 19200;  
input clk,rst;
input start;
input [7:0] tx_data_in;
output tx;
output tx_active;
output logic done_tx;
localparam clock_divide = (clk_freq/baud_rate);
enum bit [2:0]{ tx_IDLE = 3'b000,
                tx_START = 3'b001,
		tx_DATA = 3'b010,
	        tx_STOP = 3'b011,
		tx_DONE = 3'b100 } tx_STATE, tx_NEXT;
logic [11:0] clk_div_reg,clk_div_next;
logic [7:0] tx_data_reg, tx_data_next;
logic tx_out_reg,tx_out_next;
logic [2:0] index_bit_reg,index_bit_next;
assign tx_active = (tx_STATE == tx_DATA);
assign tx = tx_out_reg;
always_ff @(posedge clk) begin
if(rst) begin
tx_STATE <= tx_IDLE;
clk_div_reg <= 0;
tx_out_reg <= 0;
tx_data_reg <= 0;
index_bit_reg <= 0;
end
else begin
tx_STATE <= tx_NEXT;
clk_div_reg <= clk_div_next;
tx_out_reg <= tx_out_next;
tx_data_reg <= tx_data_next;
index_bit_reg <= index_bit_next;
end
end
always @(*) begin
tx_NEXT = tx_STATE;
clk_div_next = clk_div_reg;
tx_out_next = tx_out_reg;
tx_data_next = tx_data_reg;
index_bit_next = index_bit_reg;
done_tx = 0;
case(tx_STATE)
tx_IDLE: begin
tx_out_next = 1;
clk_div_next = 0;
index_bit_next = 0;
if(start == 1) begin
tx_data_next = tx_data_in;
tx_NEXT = tx_START;
end
else begin
tx_NEXT = tx_IDLE;
end
end
tx_START: begin
tx_out_next = 0;
if(clk_div_reg < clock_divide-1) begin
clk_div_next = clk_div_reg + 1'b1;
tx_NEXT = tx_START;
end
else begin
clk_div_next = 0;
tx_NEXT = tx_DATA;
end
end
tx_DATA: begin
tx_out_next = tx_data_reg[index_bit_reg];
if(clk_div_reg < clock_divide-1) begin
clk_div_next = clk_div_reg + 1'b1;
tx_NEXT = tx_DATA;
end
else begin
clk_div_next = 0;
if(index_bit_reg < 7) begin
index_bit_next = index_bit_reg + 1'b1;
tx_NEXT = tx_DATA;
end
else begin
index_bit_next = 0;
tx_NEXT = tx_STOP; 
end
end
end
tx_STOP: begin
tx_out_next = 1;
if(clk_div_reg < clock_divide-1) begin
clk_div_next = clk_div_reg + 1'b1;
tx_NEXT = tx_STOP;
end
else begin
clk_div_next = 0;
tx_NEXT = tx_DONE;
end
end
tx_DONE: begin
done_tx = 1;
tx_NEXT = tx_IDLE;
end
default: tx_NEXT = tx_IDLE;
endcase
end
endmodule 
module uart_rx(clk,rst,rx,rx_data_out);
parameter clk_freq = 50000000;  
parameter baud_rate = 19200;  
input clk;
input rst;
input rx;
output [7:0] rx_data_out;
localparam clock_divide = (clk_freq/baud_rate);
enum bit [2:0] { rx_IDLE = 3'b000,
                 rx_START = 3'b001,
		 rx_DATA = 3'b010,
		 rx_STOP = 3'b011,
		 rx_DONE = 3'b100 } rx_STATE, rx_NEXT;
logic [11:0] clk_div_reg,clk_div_next;
logic [7:0] rx_data_reg,rx_data_next;
logic [2:0] index_bit_reg,index_bit_next;
always_ff @(posedge clk) begin
if(rst) begin
rx_STATE <= rx_IDLE;
clk_div_reg <= 0;
rx_data_reg <= 0;
index_bit_reg <= 0;
end
else begin
rx_STATE <= rx_NEXT;
clk_div_reg <= clk_div_next;
rx_data_reg <= rx_data_next;
index_bit_reg <= index_bit_next;
end
end
always @(*) begin
rx_NEXT = rx_STATE;
clk_div_next = clk_div_reg;
rx_data_next = rx_data_reg;
index_bit_next = index_bit_reg;
case(rx_STATE)					 
rx_IDLE: begin
clk_div_next = 0;
index_bit_next = 0;
if(rx == 0) begin
rx_NEXT = rx_START;
end
else begin
rx_NEXT = rx_IDLE;
end
end
rx_START: begin
if(clk_div_reg == (clock_divide-1)/2) begin
if(rx == 0) begin
clk_div_next = 0;
rx_NEXT = rx_DATA;
end
else begin
rx_NEXT = rx_IDLE;
end
end
else begin
clk_div_next = clk_div_reg + 1'b1;
rx_NEXT = rx_START;
end
end
rx_DATA: begin
if(clk_div_reg < clock_divide-1) begin
clk_div_next = clk_div_reg + 1'b1;
rx_NEXT = rx_DATA;
end
else begin
clk_div_next = 0;
rx_data_next[index_bit_reg] = rx;
if(index_bit_reg < 7) begin
index_bit_next = index_bit_reg + 1'b1;
rx_NEXT = rx_DATA;
end
else begin
index_bit_next = 0;
rx_NEXT = rx_STOP;
end
end
end
rx_STOP: begin
if(clk_div_reg < clock_divide - 1) begin
clk_div_next = clk_div_reg + 1'b1;
rx_NEXT = rx_STOP;
end
else begin
clk_div_next = 0;
rx_NEXT = rx_DONE;
end
end
rx_DONE: begin
rx_NEXT = rx_IDLE;
end
default: rx_NEXT = rx_IDLE;
endcase
end
assign rx_data_out = rx_data_reg;
endmodule
module uart(clk,rst,rx,tx_data_in,start,rx_data_out,tx,tx_active,done_tx);
parameter clk_freq = 50000000;  
parameter baud_rate = 19200;  
parameter clock_divide = (clk_freq/baud_rate);
  input clk,rst; 
  input rx;
  input [7:0] tx_data_in;
  input start;
  output tx; 
  output [7:0] rx_data_out;
  output tx_active;
  output done_tx;
uart_rx 
       #(.clk_freq(clk_freq),
	 .baud_rate(baud_rate)
	)
      receiver
             (
              .clk(clk),
	      .rst(rst),
	      .rx(rx),
	      .rx_data_out(rx_data_out)
             );
uart_tx 
       #(.clk_freq(clk_freq),
	 .baud_rate(baud_rate)
        )
      transmitter			 
               (               
                .clk(clk),
		.rst(rst),
		.start(start),
		.tx_data_in(tx_data_in),
		.tx(tx),
		.tx_active(tx_active),
		.done_tx(done_tx)
               );
endmodule
```

## run.sh

```bash
#!/bin/bash
# OpenROAD 26Q1-2900-gdf79404cd8, Yosys 0.63+post, stock flow scripts
make -C /OpenROAD-flow-scripts/flow DESIGN_CONFIG=/design/flow/config.mk WORK_HOME=/design/flow/orfs finish
```

## config.mk

```make
export PLATFORM = sky130hd
export DESIGN_NAME = uart
export DESIGN_NICKNAME = uart
export VERILOG_FILES = /design/flow/design.v
export SDC_FILE = /design/flow/constraint.sdc
export NUM_CORES = 4
export LEC_CHECK = 1
export CORE_UTILIZATION = 50
```

## constraint.sdc

```tcl
current_design uart

set clk_period 2.7
set clk_io_pct 0.2

create_clock -name clk0 -period $clk_period [get_ports {clk}]

set non_clock_inputs [all_inputs -no_clocks]
set_input_delay [expr $clk_period * $clk_io_pct] -clock clk0 $non_clock_inputs
set_output_delay [expr $clk_period * $clk_io_pct] -clock clk0 [all_outputs]
```

==> impl_metrics.tcl <==
# implementation run metrics
set metrics [dict create \
    reg2reg_depth 6 \
    mux_area_share_pct 2.44 \
    die_area_mm2 0.00573 \
    startpoint "receiver.clk_div_reg[0]$_SDFFE_PP0P_" \
    die_height_um 75.7 \
    holdCritPathClass "reg -> reg" \
    yosys.area_share.aoi_pct 17.4 \
    irDropWorstVdd_uv 413 \
    warnings 30 \
    finalClockSkew_ns 0.00465 \
    utilization_pct 62.1 \
    core-area_mm2 0.00517 \
    simple_gate_share_pct 23.5 \
    die_width_um 75.7 \
    hold_ws_ns 0.406 \
    clock_latency_ns 0.34 \
    area_growth_pct 18.3 \
    min_path_cells 2 \
    crit_fanout 11 \
    p_int_w 0.00141 \
    hold_buffers 0 \
    fp_util_pct 52.5 \
    synth_cell_type_count 60 \
    io_buffers 22 \
    hold_viol_final 0 \
    yosys_cells 310 \
    ys_seq_share_pct 42.0 \
    top_logic_kind "simple AND/OR/NAND/NOR gates" \
    firstDrtPassIters 5 \
    post-cts-setup-buffer-count 0 \
    num_rows 26 \
    relSlewSlack_pct 43.4 \
    vias_per_cell 5.36 \
    min_period_over_period_pct 82.8 \
    design_area_mm2 0.00321 \
    drc 0 \
    finalSetupTns_ns 0 \
    yosys.area_share.adder_pct 3.69 \
    arrival_ns 2.49 \
    fillers 452 \
    ys_sh_xor_pct 7.10 \
    grt-ovfl-total 0 \
    top_area_cell "dfxtp_1" \
    grt_usage_pct 20.1 \
    cts_made_buffers 9 \
    setup.reg_to_reg.worst_slack_ns 0.46 \
    hpwl_um 3550 \
    diodes 0 \
    top_cells_by_area "dfxtp_1 (42%), nor2_1 (5.0%), a21oi_1 (4.2%)" \
    cts_root_buf "clkbuf_8" \
    grt_max_degree 20 \
    wl_um 5130 \
    reg2reg_to "receiver.clk_div_reg[1]$_SDFFE_PP0P_" \
    clock.fmax_ghz 0.447 \
    ys.flop_type "dfxtp_1" \
    ys.flops 57 \
    p_comb_share_pct 5.1 \
    maxCapViolCount 0 \
    setup_viol 0 \
    cts_buffer_depth 2 \
    yosys_area_mm2 0.00272 \
    gp_congestion 0.824 \
    worst_pin_slew_ns 0.838 \
    critPathCaptureType "flip-flop" \
    power_switching_w 0.000394 \
    cts_tree "built" \
    ios 23 \
    cts.sinks 57 \
    syn_area_mm2 0.00272 \
    edf_count 0 \
    drt-initial-drc-count 101 \
    required_ns 2.95 \
    synth_area_per_cell_um2 8.76 \
    num_vias 2208 \
    r2r-start "receiver.clk_div_reg[0]$_SDFFE_PP0P_" \
    wl_per_cell_um 12.4 \
    htreeDepth 3 \
    antenna_left 0 \
    antenna_found_initial 0 \
    yosys.area.top_type_share_pct 42.0 \
    outcome "complete, no violations" \
    place_area_mm2 0.00300 \
    period_minus_slack_ns 2.24 \
    power_frac_seq_pct 48.4 \
    drv_slew 0 \
    critPathLaunchType "flip-flop" \
    synthCells 310 \
    synthArstFlopShare_pct 0 \
    clockPowerShare_pct 46.5 \
    critPathKind "reg -> reg" \
    endpoint "receiver.clk_div_reg[1]$_SDFFE_PP0P_" \
    total_power_w 0.00181 \
    clk_pin_slew_ns 0.07 \
    leakagePower_nw 1.10 \
    drive_above_1_share_pct 9.65 \
    grt_pass1_vias 1954 \
    rsz0062_at_grt "no" \
    grt_pass1_wl_um 8560 \
    cts_resized 0 \
    synth.yosys.warnings 2 \
    powerDensity_mw_per_mm2 562 \
    p_sw_share_pct 21.8 \
]
==> worst min path at each step <==
stage | startpoint | end | slack, ns
4_1_cts | receiver.rx_STATE[1]$_DFF_P_ | receiver.rx_STATE[0]$_DFF_P_ | 0.41
6_report | receiver.rx_STATE[1]$_DFF_P_ | receiver.rx_STATE[0]$_DFF_P_ | 0.41
5_1_grt | receiver.rx_STATE[1]$_DFF_P_ | receiver.rx_STATE[0]$_DFF_P_ | 0.44
==> worst max-delay path, cell delays in order (launching register included) <==
cell,delay (ns)
dfxtp_1,0.42
ha_1,0.17
or4bb_1,0.51
nor4_2,0.41
a21o_1,0.21
o21bai_2,0.19
a211oi_1,0.24
==> logic make-up (layout without fill, tap and decap cells) <==
group	after synthesis	count (layout)
compound gates	69	69
xor+xnor	22	22
fa+ha+maj	8	8
buf+inv	26	58
flops	57	57
mux	4	4
simple gates	124	124
==> final cells by class <==
class / count / area [um^2] / share of cell area [%]
clock inverters: 7 / 85.1 / 2.65
well taps: 70 / 87.6 / 2.73
repair buffers: 25 / 243 / 7.55
flip-flops and latches: 57 / 1140 / 35.5
clock buffers: 9 / 124 / 3.86
inverters: 17 / 63.8 / 1.99
multi-input cells: 227 / 1470 / 45.7
==> per-layer routing <==
metal,vias up,routed length [um],GRT usage (%)
met4,0,68,2.88
met5,-,0,0
met1,1010,2620,30.2
met3,8,204,5.90
li1,1156,-,-
met2,34,2230,30.7
==> power by group through the flow <==
stage     clock network, W  registers [W]  logic (W)
6_report          0.000840       0.000874  0.0000918
5_1_grt           0.000898       0.000876   0.000105
4_1_cts           0.000864       0.000874  0.0000934
==> through the flow <==
stage          cells  setup WS, ns
3_3_place_gp     396         0.515
2_1_floorplan    310         0.780
6_report         412         0.463
4_1_cts          412         0.434
5_1_grt          412         0.251
3_5_place_dp     396         0.465
==> cells in the mapped netlist, drive strengths merged, types with 2 or more instances <==
| master | n |
|---|---|
| nor4 | 4 |
| buf | 2 |
| a211o | 6 |
| inv | 17 |
| clkbuf | 7 |
| o211ai | 2 |
| nand2 | 27 |
| a211oi | 2 |
| nand3 | 21 |
| o21a | 4 |
| nand3b | 5 |
| o21ai | 15 |
| nand4b | 2 |
| a21oi | 23 |
| and3 | 2 |
| ha | 8 |
| nor3 | 5 |
| xor2 | 10 |
| mux4 | 2 |
| nor2 | 37 |
| o31ai | 2 |
| nor3b | 3 |
| xnor2 | 12 |
| o41ai | 2 |
| dfxtp | 57 |
| nand4 | 3 |
| a31oi | 2 |
| or4 | 2 |
| or3 | 2 |
==> layout by cell type, fill, tap and decap left out, types with 4 or more instances in the layout <==
master / netlist / routed
a211o_1: 6 / 6
a21oi_1: 23 / 23
clkbuf_8: 0 / 9
clkdlybuf4s50_1: 0 / 22
clkinv_2: 0 / 5
dfxtp_1: 57 / 57
ha_1: 8 / 8
inv_1: 17 / 17
nand2_1: 27 / 27
nand3_1: 21 / 21
nand3b_1: 5 / 5
nor2_1: 36 / 36
nor3_1: 5 / 5
o21a_1: 4 / 4
o21ai_0: 12 / 12
xnor2_1: 12 / 12
xor2_1: 10 / 10
Power figures rest on the tool's default switching activity, not on a simulated workload.
